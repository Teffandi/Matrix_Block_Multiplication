==> /design/flow/design.v <==
module control_mux(
input clock,
input reset,
output wire [3:0] mux_reset
);
reg [7:0] counter;  
assign mux_reset = counter[3:0];
always@(posedge clock) begin
if (!reset) begin
    if(counter == 8'b00001111) begin
        counter <= 8'b00001111;
    end else begin
        counter <= (counter >> 1)|(counter<<7);  
    end
end else begin
    counter <= 8'b10000111;
end
end
endmodule
module mux_4_1 (
   input [15:0] input_1, 
   input [15:0] input_2,
   input [15:0] input_3,
   input [15:0] input_4,
   input reset,
   input clock,
   output reg [15:0] out
);
reg [1:0] select;
always @(posedge clock) begin  
    select <= select+1;
end
always @(*) begin
if (!reset) begin 
case (select)
    2'b00 : out <= input_1;
    2'b01 : out <= input_2;
    2'b10 : out <= input_3;
    2'b11 : out <= input_4;
endcase
end else begin
    out <= 16'd0;
    select <= 2'd0;
end
end
endmodule
module mult (
   input [15:0] Operand_1, 
   input [15:0] Operand_2,
   output [15:0] result
);
wire [31:0] temp_op1, temp_op2;
wire [63:0]temp;
assign temp_op1 = {{16{Operand_1[15]}}, Operand_1}; 
assign temp_op2 = {{16{Operand_2[15]}}, Operand_2};
assign temp = temp_op1 * temp_op2;
assign result[15:0] = temp[24:8];
endmodule
module block(inp_north, inp_west, clk, rst, outp_south, outp_east, result);
	input [15:0] inp_north, inp_west;
	output reg [15:0] outp_south, outp_east;
	input clk, rst;
	output reg [15:0] result;
	wire [15:0] multi;
	always @(posedge rst or posedge clk) begin
		if(rst) begin
			result <= 0;
			outp_east <= 0;
			outp_south <= 0;
		end
		else begin
			result <= result + multi;
			outp_east <= inp_west;
			outp_south <= inp_north;
		end
	end
	mult mult_0 (.Operand_1(inp_north),.Operand_2(inp_west),.result(multi));
endmodule
module systolic_array(inp_west0, inp_west4, inp_west8, inp_west12,
		      inp_north0, inp_north1, inp_north2, inp_north3,
		      clk, rst, done);
	input [15:0] inp_west0, inp_west4, inp_west8, inp_west12,
		      inp_north0, inp_north1, inp_north2, inp_north3;
	output reg done;
	input clk, rst;
	reg [3:0] count;
	wire [15:0] inp_north0, inp_north1, inp_north2, inp_north3;
	wire [15:0] inp_west0, inp_west4, inp_west8, inp_west12;
	wire [15:0] outp_south0, outp_south1, outp_south2, outp_south3, outp_south4, outp_south5, outp_south6, outp_south7, outp_south8, outp_south9, outp_south10, outp_south11, outp_south12, outp_south13, outp_south14, outp_south15;
	wire [15:0] outp_east0, outp_east1, outp_east2, outp_east3, outp_east4, outp_east5, outp_east6, outp_east7, outp_east8, outp_east9, outp_east10, outp_east11, outp_east12, outp_east13, outp_east14, outp_east15;
	wire [15:0] result0, result1, result2, result3, result4, result5, result6, result7, result8, result9, result10, result11, result12, result13, result14, result15;
	block P0 (inp_north0, inp_west0, clk, rst, outp_south0, outp_east0, result0);
	block P1 (inp_north1, outp_east0, clk, rst, outp_south1, outp_east1, result1);
	block P2 (inp_north2, outp_east1, clk, rst, outp_south2, outp_east2, result2);
	block P3 (inp_north3, outp_east2, clk, rst, outp_south3, outp_east3, result3);
	block P4 (outp_south0, inp_west4, clk, rst, outp_south4, outp_east4, result4);
	block P8 (outp_south4, inp_west8, clk, rst, outp_south8, outp_east8, result8);
	block P12 (outp_south8, inp_west12, clk, rst, outp_south12, outp_east12, result12);
	block P5 (outp_south1, outp_east4, clk, rst, outp_south5, outp_east5, result5);
	block P6 (outp_south2, outp_east5, clk, rst, outp_south6, outp_east6, result6);
	block P7 (outp_south3, outp_east6, clk, rst, outp_south7, outp_east7, result7);
	block P9 (outp_south5, outp_east8, clk, rst, outp_south9, outp_east9, result9);
	block P10 (outp_south6, outp_east9, clk, rst, outp_south10, outp_east10, result10);
	block P11 (outp_south7, outp_east10, clk, rst, outp_south11, outp_east11, result11);
	block P13 (outp_south9, outp_east12, clk, rst, outp_south13, outp_east13, result13);
	block P14 (outp_south10, outp_east13, clk, rst, outp_south14, outp_east14, result14);
	block P15 (outp_south11, outp_east14, clk, rst, outp_south15, outp_east15, result15);
	always @(posedge clk or posedge rst) begin
		if(rst) begin
			done <= 0;
			count <= 0;
		end
		else begin
			if(count == 9) begin
				done <= 1;
				count <= 0;
			end
			else begin
				done <= 0;
				count <= count + 1;
			end
		end	
	end 
endmodule
module temp_top_level(
input [63:0] input_row_0,
input [63:0] input_row_1,
input [63:0] input_row_2,
input [63:0] input_row_3,
input [63:0] input_col_0,
input [63:0] input_col_1,
input [63:0] input_col_2,
input [63:0] input_col_3,
input clock,
input reset,
output done
);
wire [15:0] temp_inp_west0;
wire [15:0] temp_inp_west4;
wire [15:0] temp_inp_west8;
wire [15:0] temp_inp_west12;
wire [15:0] temp_inp_north0;
wire [15:0] temp_inp_north1;
wire [15:0] temp_inp_north2;
wire [15:0] temp_inp_north3;
wire [3:0] mux_control_west;
wire [3:0] mux_control_north;
control_mux control_mux_west(
.clock(clock),
.reset(reset),
.mux_reset(mux_control_west)
);
control_mux control_mux_north(
.clock(clock),
.reset(reset),
.mux_reset(mux_control_north)
);
mux_4_1 mux_0_W (
   .input_1(input_row_0[63:48]), 
   .input_2(input_row_0[47:32]),
   .input_3(input_row_0[31:16]),
   .input_4(input_row_0[15:0]),
   .reset(mux_control_west[3]),
   .clock(clock),
   .out(temp_inp_west0)
);
mux_4_1 mux_1_W (
   .input_1(input_row_1[63:48]), 
   .input_2(input_row_1[47:32]),
   .input_3(input_row_1[31:16]),
   .input_4(input_row_1[15:0]),
   .reset(mux_control_west[2]),
   .clock(clock),
   .out(temp_inp_west4)
);
mux_4_1 mux_2_W (
   .input_1(input_row_2[63:48]), 
   .input_2(input_row_2[47:32]),
   .input_3(input_row_2[31:16]),
   .input_4(input_row_2[15:0]),
   .reset(mux_control_west[1]),
   .clock(clock),
   .out(temp_inp_west8)
);
mux_4_1 mux_3_W (
   .input_1(input_row_3[63:48]), 
   .input_2(input_row_3[47:32]),
   .input_3(input_row_3[31:16]),
   .input_4(input_row_3[15:0]),
   .reset(mux_control_west[0]),
   .clock(clock),
   .out(temp_inp_west12)
);
mux_4_1 mux_0_N (
   .input_1(input_col_0[63:48]), 
   .input_2(input_col_0[47:32]),
   .input_3(input_col_0[31:16]),
   .input_4(input_col_0[15:0]),
   .reset(mux_control_north[3]),
   .clock(clock),
   .out(temp_inp_north0)
);
mux_4_1 mux_1_N (
   .input_1(input_col_1[63:48]), 
   .input_2(input_col_1[47:32]),
   .input_3(input_col_1[31:16]),
   .input_4(input_col_1[15:0]),
   .reset(mux_control_north[2]),
   .clock(clock),
   .out(temp_inp_north1)
);
mux_4_1 mux_2_N (
   .input_1(input_col_2[63:48]), 
   .input_2(input_col_2[47:32]),
   .input_3(input_col_2[31:16]),
   .input_4(input_col_2[15:0]),
   .reset(mux_control_north[1]),
   .clock(clock),
   .out(temp_inp_north2)
);
mux_4_1 mux_3_N (
   .input_1(input_col_3[63:48]), 
   .input_2(input_col_3[47:32]),
   .input_3(input_col_3[31:16]),
   .input_4(input_col_3[15:0]),
   .reset(mux_control_north[0]),
   .clock(clock),
   .out(temp_inp_north3)
);
systolic_array sys_0 (
.inp_west0(temp_inp_west0), 
.inp_west4(temp_inp_west4), 
.inp_west8(temp_inp_west8), 
.inp_west12(temp_inp_west12),	      
.inp_north0(temp_inp_north0), 
.inp_north1(temp_inp_north1), 
.inp_north2(temp_inp_north2), 
.inp_north3(temp_inp_north3),
.clk(clock), 
.rst(reset), 
.done(done)
);
endmodule
==> /design/flow/run.sh <==
#!/bin/bash
# OpenROAD 26Q1-2900-gdf79404cd8, Yosys 0.63+post, stock flow scripts
make -C /OpenROAD-flow-scripts/flow DESIGN_CONFIG=/design/flow/config.mk WORK_HOME=/design/flow/orfs finish
==> /design/flow/config.mk <==
export PLATFORM = sky130hd
export DESIGN_NAME = temp_top_level
export DESIGN_NICKNAME = temp_top_level
export VERILOG_FILES = /design/flow/design.v
export SDC_FILE = /design/flow/constraint.sdc
export NUM_CORES = 4
export LEC_CHECK = 1
export CORE_AREA = 10 10 204 204
export DIE_AREA = 0 0 214 214
==> /design/flow/constraint.sdc <==
current_design temp_top_level

set clk_period 1.2
set clk_io_pct 0.2

create_clock -name clk0 -period $clk_period [get_ports {clock}]

set non_clock_inputs [all_inputs -no_clocks]
set_input_delay [expr $clk_period * $clk_io_pct] -clock clk0 $non_clock_inputs
set_output_delay [expr $clk_period * $clk_io_pct] -clock clk0 [all_outputs]
==> changes_impl.md <==
### Physical design

- Rel. slew slack: 87.1%
- R2R depth: 3
- Global-route wire length before repair: 772 um
- Min Tclk post-route: 0.970 ns
- Setup ws final: 0.230 ns
- Num rows: 71
- Cell type with the largest total area: dfrtp_1
- Critical Path Max Stage Delay: 0.35 ns
- Reg power frac: 23.4%
- XOR Share, Synth: 4.46%
- H-tree Lvls: 1
- Setup bufs post-CTS: 0
- Cell area leaders: dfrtp_1 64%, inv_1 5.7%, mux2i_1 5.1%
- Crit Path Class: flop to output pin
- Run status: finished clean
- Sequential area share after synthesis: 63.7%
- Final period utilization: 80.8%
- Detailed Route Iter0 Violations: 3
- CTS max path bufs: 2
- Top-area cell share: 63.7%
- Routed len/inst: 0.978 um
- Most instantiated logic cell after routing: dfrtp_1
- CP Buf/Inv Count: 1
- Most frequent cells in the layout: 5 x dfrtp_1, 3 x inv_1, 3 x clkbuf_16, 2 x o21ai_0
- Peak VDD IR: 0.789 mV
- Tool warnings: 537
- Fin. Hold Viols: 0
- Static leakage: 0.151 nW
- Clock power frac: 75.8%
- Critical path depth: 1
- Arrival @ worst endpoint: 0.73 ns
- Antenna Nets Post-Route: 0
- Yosys cell count: 17
- Worst-path clk slew: 0.03 ns
- Cell variety after synth: 10
- Setup crit start kind: flop
- HP Class: input pin to asynchronous set/reset pin
- Vias per cell: 0.236
- FP Core Util: 0.525%
- Global route total overflow: 0
- Die Y: 214 um
- Cts bufs inserted: 3
- Adder Share, Synth: 0%
- CTS sink count: 5
- Max cap viols: 0
- Die ar.: 45800 um2
- Crit path capture type: output pin
- Initial antenna violation count: 0
- Sw frac: 15.6%
- IO Pins: 515
- Gpl congestion: 0.548
- Crit-path cells: buf_4
- Vias: 126
- Syn Inst Count: 17
- Worst Tran Pin Value: 0.194 ns
- Pre-CTS setup slack: 0.294 ns
- Clock Skews: 0.000673 ns
- Area reported by Yosys stat: 196 um2
- RSZ-0062 raised after global routing: false
- Root buf cell: clkbuf_16
- Simple share: 11.5%
- Slowest cell on the critical path: dfrtp_1
- Hold slack: 0.211 ns
- Ant. Diodes: 0
- Mean Syn Cell Area: 11.6 um2
- CTS tree: yes
- Latency at later pin: 0.23 ns
- Die X: 214 um
- Mapped Area: 196 um2
- Synth warnings: 4
- DR pass1 iterations: 2
- Max FO, Critical Path: 1
- Highest Clock Rate: 1030 MHz
- Slew Limit Fails: 0
- Pwr Density: 779 nW/um2
- Final setup violation count: 0
- Worst path required time: 0.96 ns
- Int Pwr: 613 uW
- Vias in the first global route: 162
- Multiplexer share of the synthesized area: 5.10%
- Dominant comb cell: simple AND/OR/NAND/NOR gates
- Top delay family on crit path: flip-flops
- Drt total wl: 522 um
- Ratio of cells with drive above 1 in the final layout: 21.7%
- GRT Total Usage: 0.225%
- Largest net degree at the start of global routing: 6
- Total negative slack: 0 ns
- IO buf count: 2
- DRC viols: 0
- Comb power frac: 0.9%
- Net Sw Power: 113 uW
- Post_cts resized: 0
- Area grow syn2layout: 375%
- Flops out of synthesis: 5
- CTS Hold Bufs: 0
- Aoi share: 9.55%
- Core outline area: 37400 um2
[cells in the mapped netlist]
cell / number
o21ai_0: 2
nand3_1: 1
xnor2_1: 1
a22o_1: 1
nand2_2: 1
mux2i_1: 1
inv_1: 3
nand2b_1: 1
nor3_1: 1
dfrtp_1: 5
[cell type report]
cell class,instances,area [um2]
inverters,3,11.3
fillers,4475,36500
clock buffers,4,78.8
flip-flops and latches,5,125
well taps,511,639
repair buffers,2,17.5
multi-input cells,9,60.1
[worst paths after layout]
path / slack (ns) / from / endpoint
setup / recovery: 0.23 / sys_0.done / done
hold / removal: 0.21 / reset / sys_0.count[0]
setup reg to reg: 0.29 / sys_0.count[0] / sys_0.count[3]
hold reg to reg: 0.51 / sys_0.count[1] / sys_0.done
max in group asynchronous: 0.82 / reset / sys_0.count[2]
min in group clk0: 0.51 / sys_0.count[1] / sys_0.done
[per-layer routing]
layer	GRT usage, %	routed length [um]	up-vias	part of all wire, %
met5	0	0	-	0
met1	0.406	352	56	67
li1	-	-	67	-
met3	0.0862	16	0	3.1
met4	0.0952	0	0	0
met2	0.190	153	3	29
[power by group through the flow]
stage	registers, mW	logic (mW)	clock network, mW
after CTS	0.170	0.00667	0.561
after global routing	0.170	0.00746	0.579
final	0.170	0.00646	0.550
[per-stage QoR]
step           std cells  util, %  total power, mW  cell area, um2
2_1_floorplan         17        -            0.174             196
3_3_place_gp         530     2.28            0.178             853
3_5_place_dp         530     2.28            0.178             853
4_1_cts              534     2.49            0.738             932
5_1_grt              534     2.49            0.756             932
6_report             534     2.49            0.726             932
[cell families after synthesis]
kind of cell / Yosys count
mux: 1
simple gates: 4
buf+inv: 3
xor+xnor: 1
compound gates: 3
flops: 5
[state kept, by name, indices dropped and copies added, names as in the netlist]
name	count
sys_0.count	4
sys_0.done	1
Power is estimated from default activity; no workload was simulated.
