===== flow/run.sh =====
#!/bin/bash
# OpenROAD 26Q1-2900-gdf79404cd8, Yosys 0.63+post, stock flow scripts
make -C /OpenROAD-flow-scripts/flow DESIGN_CONFIG=/design/flow/config.mk WORK_HOME=/design/flow/orfs finish

===== flow/config.mk =====
export PLATFORM = sky130hd
export DESIGN_NAME = adder_buffer
export DESIGN_NICKNAME = adder_buffer
export VERILOG_FILES = /design/flow/design.v
export SDC_FILE = /design/flow/constraint.sdc
export NUM_CORES = 4
export LEC_CHECK = 1
export CORE_AREA = 10 10 204 204
export DIE_AREA = 0 0 214 214

===== flow/constraint.sdc =====
current_design adder_buffer

set clk_period 1.2
set clk_io_pct 0.2

create_clock -name clk0 -period $clk_period [get_ports {systolic_done}]

set non_clock_inputs [all_inputs -no_clocks]
set_input_delay [expr $clk_period * $clk_io_pct] -clock clk0 $non_clock_inputs
set_output_delay [expr $clk_period * $clk_io_pct] -clock clk0 [all_outputs]

===== flow/design.v =====
module adder_buffer(
input [255:0] input_1,
input reset,
input clock,
input systolic_done,
output reg accumulator_done,
output reg [255:0] out
);
reg [15:0]update_value[15:0];
reg [5:0] count;
always @(posedge systolic_done)begin  
update_value[0] <= update_value[0]+ input_1[255:240];
update_value[1] <= update_value[1]+ input_1[255-16*1:255-16*1-15];
update_value[2] <= update_value[2]+ input_1[255-16*2:255-16*2-15];
update_value[3] <= update_value[3]+ input_1[255-16*3:255-16*3-15];
update_value[4] <= update_value[4]+ input_1[255-16*4:255-16*4-15];
update_value[5] <= update_value[5]+ input_1[255-16*5:255-16*5-15];
update_value[6] <= update_value[6]+ input_1[255-16*6:255-16*6-15];
update_value[7] <= update_value[7]+ input_1[255-16*7:255-16*7-15];
update_value[8] <= update_value[8]+ input_1[255-16*8:255-16*8-15];
update_value[9] <= update_value[9]+ input_1[255-16*9:255-16*9-15];
update_value[10] <= update_value[10]+ input_1[255-16*10:255-16*10-15];
update_value[11] <= update_value[11]+ input_1[255-16*11:255-16*11-15];
update_value[12] <= update_value[12]+ input_1[255-16*12:255-16*12-15];
update_value[13] <= update_value[13]+ input_1[255-16*13:255-16*13-15];
update_value[14] <= update_value[14]+ input_1[255-16*14:255-16*14-15];
update_value[15] <= update_value[15]+ input_1[255-16*15:255-16*15-15];
end
always @(posedge systolic_done or posedge reset) begin
	if(reset) begin
		accumulator_done <= 0;
		count <= 0;
        update_value[0] <= 'h0000;
        update_value[1] <= 'h0000;
        update_value[2] <= 'h0000;
        update_value[3] <= 'h0000;
        update_value[4] <= 'h0000;
        update_value[5] <= 'h0000;
        update_value[6] <= 'h0000;
        update_value[7] <= 'h0000;
        update_value[8] <= 'h0000;
        update_value[9] <= 'h0000;
        update_value[10] <= 'h0000; 
        update_value[11] <= 'h0000;
        update_value[12] <= 'h0000;
        update_value[13] <= 'h0000;
        update_value[14] <= 'h0000;
        update_value[15] <= 'h0000;
        out <=  'h0000000000000000000000000000000000000000000000000000000000000000;
	end
	else begin
		if(count == 63) begin
			accumulator_done <= 1;
            out <= {update_value[0],update_value[1],update_value[2],update_value[3],update_value[4],update_value[5],update_value[6],update_value[7],update_value[8],update_value[9],update_value[10],update_value[11],update_value[12],update_value[13],update_value[14],update_value[15]};
			count <= 0;
		end
		else begin
			accumulator_done <= 0;
			count <= count + 1;
		end
	end	
end
endmodule

==> impl_metrics.yaml <==
# physical design summary
run_status:
  status: "finished clean"
setup_path:
  endpoint_kind: "output pin"
  r2r_slack_ns: 0.16
  crit_chain: "dlygate4sd2_1"
  cp_slowest_cell: "dfrtp_1"
  crit_buf_inv: 1
  setup.worst_path.class: "reg2out"
  start_kind: "flip-flop"
  cpPeakStageDelay_ns: 0.34
  cp_max_fo: 1
  cp_top_family: "flip-flops"
  crit_required_ns: 0.96
  cp.arrival_ns: 0.80
clock_network:
  cts.sinks: 7
  clk_pin_slew_ns: 0.04
  clk_root_buffer_cell: "clkbuf_16"
  htreeDepth: 1
  cts.path.max_buffers: 2
  postCtsSetupRepairBufs: 0
  clock_latency_ns: 0.23
  cts_tree: "done"
  cts_made_buffers: 3
global_routing:
  grt_pass1_vias: 1380
  grt_max_degree: 8
  grt_pass1_wl_um: 5285
  antenna_found_initial: 0
  grt_overflow: 0
  globalRouteTotalUtil_pct: 1.241
synthesis:
  synthDistinctLibCells: 16
  ys.flops: 7
  syn_inst: 280
  synth_chip_area_mm2: 0.002210
  avgSynthCellArea_um2: 7.891
  netlist_area_mm2: 0.002210
  ys_warn_count: 514
  ys_seq_share_pct: 7.928
  ys_cells: 280
power:
  p_int_w: 0.0006815
  vdd_drop_max_uv: 476.6
  pwr-share-comb_pct: 8.0
  netSwitchingFraction_pct: 20.98
  power_density_mw_per_mm2: 433.5
  p_leak_nw: 1.023
  power_frac_clock_pct: 64.5
  p_seq_share_pct: 27.5
  p_sw_w: 0.0001809
route:
  routed_wl_um: 3702
  via_per_inst: 1.163
  antennaDiodeCount: 0
  antenna_left: 0
  drtIter0Drc: 5
  wl_per_cell_um: 4.645
  remaining_drc_errors: 0
  drt_pass1_iterations: 2
  routed-via-count: 927
cells_and_area:
  seqCellArea_um2: 175.2
  lay_top_count: "conb_1"
  final_area_mm2: 0.001989
  comb_area_mm2: 0.001066
  drive_gt1_share_pct: 2.448
  num-fill-cells: 4365
  final_util_pct: 5.319
  syn_to_final_growth_pct: -9.966
  mostFrequentLayoutCells: "256 x conb_1, 7 x dfrtp_1, 3 x clkbuf_16"
timing:
  max_freq_mhz: 962.6
  tns_ns: 0
  setup_viol: 0
  min_period_over_period_pct: 86.57
  drv_slew: 0
  rsz0062_at_grt: "no"
  clock_skew_ns: 0.001769
  fin_crit_ns: 1.039
  finalHoldViolations: 0
  setup_slack_ns: 0.1612
placement:
  port_buffers: 2
  hpwl_um: 3541
  gp_congestion: 0.5785
  pre_cts_ws_ns: 0.1592
  placed_area_mm2: 0.001912
hold_path:
  hp-class: "in2async"
floorplanning:
  die_w_um: 214
  core_mm2: 0.03740
  initCoreUtil_pct: 5.908
  die_h_um: 214
  rows: 71
  die-area_mm2: 0.04580
  num_io_pins: 516
run:
  warnings: 282
  maxCapViolCount: 0
==> path summary, 6_finish.rpt <==
kind / from / end / cells past startpoint
setup / recovery: accumulator_done / accumulator_done / 1
hold / removal: reset / accumulator_done / 2
setup reg to reg: count[1] / count[0] / 4
hold reg to reg: count[5] / count[5] / 1
max in group asynchronous: reset / count[0] / 2
min in group clk0: count[5] / count[5] / 1
==> layer usage <==
metal  global-route usage (%)  up-vias  routed length (µm)
li1                         -      349                   -
met4                  0.07141        0                   0
met2                    1.234      238                 719
met5                        0        -                   0
met3                    1.694        0                1225
met1                    1.503      340                1757
==> area by class of cell <==
type                       count  area share [%]
tap                          511           32.14
inverter                       1          0.1887
clock buffer                   4           3.962
sequential                     7           8.805
multi-input combinational    271           53.58
timing repair buffer           3           1.321
==> cells in the mapped netlist, drive strengths merged <==
master | instances | share of area (%)
inv | 1 | 0.17
o31ai | 1 | 0.34
conb | 1 | 0.17
o21ai | 1 | 0.23
xor2 | 2 | 0.79
dfrtp | 7 | 7.9
nand2 | 2 | 0.34
xnor2 | 1 | 0.40
buf | 256 | 87
ha | 1 | 0.57
nand3 | 3 | 0.91
a21oi | 1 | 0.23
nor2 | 3 | 0.96
==> cell families after synthesis <==
group                      share of synthesized area [%]
buffers and inverters                              87.15
and+or+nand+nor                                    2.209
DFF                                                7.928
AOI/OAI and AO/OA                                 0.7924
xor gates and xnor gates                           1.189
adders and majority gates                         0.5662
other                                             0.1697
==> metrics by stage <==
step / hold WS, ns / power [W] / cells
floorplan: 0.04340 / 0.0008362 / 535
global placement: 0.4793 / 0.0003272 / 793
detailed placement: 0.4860 / 0.0003238 / 793
CTS: 0.2558 / 0.0008926 / 797
global route: 0.2924 / 0.0009486 / 797
finish: 0.2419 / 0.0008624 / 797
==> state kept, by name, indices dropped and copies added, names as in the netlist <==
signal,flops
accumulator_done,1
count,6
==> repair_timing <==
item / 4_1_cts / 5_1_grt
gates resized: 1 / 0
endpoints found under the setup margin: 1 / 0
hold buffers: 0 / 0
==> power groups by stage <==
stage	combinational, W	clock [W]	sequential (W)
4_1_cts	0.0000861	0.000569	0.000237
6_report	0.0000690	0.000556	0.000237
5_1_grt	0.000121	0.000590	0.000237
Power figures rest on the tool's default switching activity, not on a simulated workload.
